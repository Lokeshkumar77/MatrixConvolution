--- flow/config.mk ---
export PLATFORM = sky130hd
export DESIGN_NAME = matrix_convol
export DESIGN_NICKNAME = matrix_convol
export VERILOG_FILES = /design/flow/design.v
export SDC_FILE = /design/flow/constraint.sdc
export NUM_CORES = 4
export LEC_CHECK = 1
export CORE_UTILIZATION = 50
--- flow/constraint.sdc ---
current_design matrix_convol

set clk_period 11.7
set clk_io_pct 0.2

create_clock -name clk0 -period $clk_period [get_ports {clk}]

set non_clock_inputs [all_inputs -no_clocks]
set_input_delay [expr $clk_period * $clk_io_pct] -clock clk0 $non_clock_inputs
set_output_delay [expr $clk_period * $clk_io_pct] -clock clk0 [all_outputs]
--- flow/design.v ---
`timescale 1ns / 1ps
module matrix_convol#(parameter m=3,f=2)(clk,rst,a,b,stride,out,done);
input clk,rst;
input [7:0]a,b;
input [3:0]stride;
output reg [15:0]out;
output reg done;
reg [1:0]state,next_state;
reg [7:0]x[m*m-1:0];
reg [7:0]h[f*f-1:0];
reg [15:0]sum;
reg [m:0]index;
reg [f:0]row,col;
reg [m:0]count_row,count_col;
always@(posedge clk)
begin
if(rst)
    state<=0;
else
    state<=next_state;
end
always@(posedge clk)
begin
case(state)
    0:  begin
        index<=0;
        row<=0;
        col<=0;
        count_row<=0;
        count_col<=0;
        done<=0;
        out<=0;
        end
    1:  begin
        x[index]<=a;
        if(index<f*f)
            h[index]<=b;
        if(index<m*m)
            index<=index+1;
        else
            index<=0;
        end
    2:  begin
        done=0;
        if(row==0 && col==0)
            begin
            sum = x[m*(count_row+row)+count_col]*h[f*row+col];
            end
        else
            begin
            sum = sum + x[m*(count_row+row)+count_col+col]*h[f*row+col];
            end
        if(row==f-1 && col==f-1)
            begin
            out = sum;
            done = 1;
            end
        end
    3:  begin
        if(col<f-1)
            begin
            col<=col+1;
            end
        else
            begin
            col<=0;
            if(row<f-1)
                begin
                row<=row+1;
                end
            else
                begin
                row<=0;
                if(count_col+f<m)
                    begin
                    count_col<=count_col+stride;
                    end
                else
                    begin
                    count_col<=0;
                    if(count_row+f<m)
                        begin
                        count_row<=count_row+stride;
                        end
                    else
                        begin
                        count_row<=0;
                        end
                    end
                end
            end
        end
endcase
end
always@(*)
begin
case(state)
    0:  begin
        next_state=1;
        end
    1:  begin
        if(index==m*m)
            begin
            next_state=2;
            end
        end
    2:  begin
        next_state=3;
        end
    3:  begin
        next_state=2;
        if((count_col+f>m || count_row+f>m)||(count_col+f==m && count_row+f==m && col>=f-1 && row>=f-1))
            begin
            next_state=0;
            end
        end
endcase
end
endmodule
--- flow/run.sh ---
#!/bin/bash
# OpenROAD 26Q1-2900-gdf79404cd8, Yosys 0.63+post, stock flow scripts
make -C /OpenROAD-flow-scripts/flow DESIGN_CONFIG=/design/flow/config.mk WORK_HOME=/design/flow/orfs finish
==> run notes <==
run results: outcome=complete, no violations, Max Cap Violations=0, chip width=153 µm, DR pass1 iterations=7, Hold Buf Count CTS=0, final clock skew=0.0121 ns, first-pass GRT wire length=38200 µm, post-placement setup slack=2.55 ns, H-Tree Depth=4, root buf cell=clkbuf_16, Async SR Flop Fraction=0%, Yosys reg bits=159, total global routing overflow=0, CP Max Fanout=30, vias in the first global route=7290, Worst-Skew Late Latency=0.43 ns, RSZ-0062 raised after global routing=false, largest net degree at the start of global routing=50, PortBufs=38, DIE AREA=23300 µm², worst setup margin=2.57 ns, CTS buffer count=17, Critical Path Source Type=register, Core ar.=22000 µm², antenna-violating nets left=0, vias per cell=5.41, Synth top area share=41.1%, Main synth FF type=edfxtp_1, Main area contributors=edfxtp_1 41%, fa_1 13%, ha_1 10%, Fin. Hold Viols=0, Req. time, crit path=11.85 ns, starting density of the core=51.4%, clock transition at the registers of the reported paths=0.07 ns, area post-placement=12100 µm², Chip Area, Yosys=11300 µm², n_diodes=0, CP max stage delay=0.61 ns, min Tclk post-route=9.13 ns, Cells after Synth=978, critical path class=reg2reg, Max-slew headroom=33.7%, final setup vio count=0, initial drt markers=385, PostCTS Resize Cnt=0, IO Pins=39, # rows=54, period utilisation layout=78.1%, post-CTS setup buffer count=0, total tool warning count=37, die span in y=153 µm, most frequent cell after synthesis=edfxtp_1, Netlist Area Pre-Place=11300 µm², CTS Buffer Depth=2, endpoints left unconstrained=2, CP max-delay cell=mux4_1, Syn. warnings=1, drt drc=0, register pins left without a clock=2, number of enable flip-flop cells=155, HP Class=reg2reg, worst-margin pin slew=0.991 ns, layout cell share with drive strength beyond 1=8.40%, yosys cell count=978, wire per inst=17.8 µm, Worst setup EP type=register, fill cell count=1828, Cell Type Count=72, Synth area leader=edfxtp_1, TNS Setup=0 ns, final instance area=12800 µm², Final Wtd Congestion=0.878, Max Slew Vio Count=0, Post-synth top cells=155 x edfxtp_1, 151 x inv_1, 95 x ha_1, 76 x fa_1, 69 x nand2_1, worst path arrival time=9.28 ns, mean post-synth cell area=11.6 µm², GRT Total Usage=23.2%, WL final=23700 µm, f_max=109 MHz, initial antenna violation count=0, Area Overhead vs Synth=12.7%, vias post-DR=7190, CTS tree=built, hpwl dp=17500 µm
## flip-flops by register name (all words and copies together), names as in the netlist
name	flops
col	3
count_col	4
count_row	4
done	1
h	32
index	4
next_state	2
out	16
row	3
state	2
sum	16
x	72
## through the flow
stage,utilization (%),hold slack (ns),std cells
6_report,58.0,0.727,1328
5_1_grt,58.0,0.770,1328
4_1_cts,58.0,0.725,1328
3_5_place_dp,55.1,0.717,1296
3_3_place_gp,55.1,0.721,1296
2_1_floorplan,-,0.658,978
## layout make-up
cell class | instances | area [µm²] | area share (%)
sequential | 159 | 4720 | 37.0
tap | 280 | 350 | 2.74
inverter | 151 | 567 | 4.44
multi-input combinational | 642 | 5920 | 46.3
clock buffer | 18 | 429 | 3.36
clock inverter | 14 | 205 | 1.61
timing repair buffer | 64 | 576 | 4.51
## placed cells by master, fill, tap and decap left out, drive strengths merged, types with 6 or more instances in the layout
cell type,instances
mux2i,52
or3,8
buf,26
edfxtp,155
fa,76
inv,157
nor2b,8
and2,16
a211oi,8
xnor2,17
clkbuf,18
ha,95
o211ai,12
a21oi,40
a211o,12
a21o,15
o21a,10
nor3,14
mux4,6
nand3,14
nand2,69
or2,10
nor2,60
clkdlybuf4s50,38
xor2,11
o21ai,33
## cell families after synthesis
kind of cell	Yosys count	synth area share [%]
fa+ha+maj	171	23.9
flops	157	41.4
buf+inv	177	6.24
latches	2	0.265
simple gates	218	9.12
xor+xnor	30	2.56
mux	61	6.87
compound gates	162	9.60
## layer usage
| metal | global-route usage, % | vias up | part of all wire [%] | wire, µm |
|---|---|---|---|---|
| li1 | - | 3521 | - | - |
| met1 | 37.1 | 3461 | 43 | 10300 |
| met2 | 35.8 | 196 | 48 | 11500 |
| met3 | 6.90 | 12 | 7.1 | 1680 |
| met4 | 2.50 | 0 | 1.0 | 246 |
| met5 | 0 | - | 0 | 0 |
## critical path: cells and delay by family (launching register included)
kind,cells,cell delay [ns]
compound gates,5,1.20
xor+xnor,1,0.20
fa+ha+maj,11,4.39
buf+inv,8,0.94
flops,1,0.51
mux,3,0.92
simple gates,3,0.69
## final timing paths
check	start	to	slack, ns	cells after the start
worst max-delay path	row[0]	out[12]	2.57	31
worst min-delay path	row[1]	row[0]	0.73	1
worst max register to register	row[0]	out[12]	2.57	31
worst min register to register	row[1]	row[0]	0.73	1
